--- flow/design.v ---
module program_memory
	#(parameter DATA_WIDTH=8,
				ADD_WIDTH=7)
	(input clk,
	 input wrEn,
	 input [ADD_WIDTH-1:0]readAdd,writeAdd,
	 input [DATA_WIDTH-1:0]writeData,
	 output [31:0]instruction);
	reg [DATA_WIDTH-1:0]memory[0:(2**ADD_WIDTH)-1];  
	always@(posedge clk)begin
		if(wrEn)begin  
			memory[writeAdd]<=writeData;
		end
		else begin
			memory[writeAdd]<=memory[writeAdd];
		end
	end
    assign instruction={memory[readAdd+'d3],memory[readAdd+'d2],memory[readAdd+'d1],memory[readAdd]};  
endmodule
module program_counter #(parameter WIDTH = 32)(clk, rst, condition, pc_scr, function_3, jump_add,current_ins_add); 
  input clk;
  input rst;
  input condition;
  input [2:0] function_3;
  input [6:0] pc_scr;
  input [6:0] jump_add;
  output reg [WIDTH-1:0] current_ins_add = {WIDTH{1'b0}};
  wire [WIDTH-1:0] next_ins_add;
  always @(posedge clk) begin  
    if(!rst) begin
	    current_ins_add <= {WIDTH{1'b0}};
    end
    else if(pc_scr == 7'b1111111)begin        
        current_ins_add <= current_ins_add;       
    end
    else if(pc_scr == 7'b110_1111) begin
        current_ins_add <= jump_add;
     end
     else if(pc_scr == 7'b110_0011) begin
        if(function_3 == 3'b000) begin
            if(condition)
                current_ins_add <= jump_add;
            else
                current_ins_add <= next_ins_add;
        end
        else if (function_3 == 3'b001) begin
            if(condition != 0)
                current_ins_add <= jump_add;
            else
                current_ins_add <= next_ins_add;
        end 
        else 
            current_ins_add <= next_ins_add;
     end
	 else begin
		current_ins_add <= next_ins_add;
	 end
  end
	assign next_ins_add = current_ins_add[WIDTH-1:0] + 3'b100;  
endmodule
module control_unit #(parameter OP_WIDTH = 7) (
  input  [2:0] func3,
  input  [OP_WIDTH-1:0] func7,
  input  [OP_WIDTH-1:0] opcode,
  output reg  reg_wen,
  output reg  data_imm_sel,
  output reg  [3:0] alu_op
);
  always @(func3, func7, opcode) begin
  case(opcode)
    7'b0110011 :  begin
      case(func7)
        7'b0000000 : begin
          case(func3)
            3'b000 :  begin
              reg_wen = 1'b1;
              data_imm_sel = 1'b0;
              alu_op = 4'b0001;
            end
            3'b010 :  begin
              reg_wen = 1'b1;
              data_imm_sel = 1'b0;
              alu_op = 4'b0111;
            end
            3'b100 : begin
              reg_wen = 1'b1;
              data_imm_sel = 1'b0;
              alu_op = 4'b0101;
            end
            3'b110 : begin
              reg_wen = 1'b1;
              data_imm_sel = 1'b0;
              alu_op = 4'b0011;
            end
            3'b111 : begin
              reg_wen = 1'b1;
              data_imm_sel = 1'b0;
              alu_op = 4'b0100;
            end
            default : begin
              reg_wen = 1'b0;
              data_imm_sel = 1'b0;
              alu_op = 4'b0000;
            end
          endcase
        end
        7'b0100000: begin
          case(func3)
            3'b000 :  begin
              reg_wen = 1'b1;
              data_imm_sel = 1'b0;
              alu_op = 4'b0010;
            end
            3'b111 : begin
              reg_wen = 1'b1;
              data_imm_sel = 1'b0;
              alu_op = 4'b0110;
            end
            default : begin
              reg_wen = 1'b0;
              data_imm_sel = 1'b0;
              alu_op = 4'b0000;
            end
          endcase
        end
        default: begin
          reg_wen = 1'b0;
          data_imm_sel = 1'b0;
          alu_op = 4'b0000;
        end
      endcase
    end
    7'b0010011 : begin
        reg_wen = 1'b1;
        data_imm_sel = 1'b1;
        alu_op = 4'b0001;
      end      
      7'b110_0011 : begin
        reg_wen = 1'b1;
        data_imm_sel = 1'b0;
        alu_op = 4'b1000;
      end
      default: begin
        reg_wen = 1'b0;
        data_imm_sel = 1'b0;
        alu_op = 4'b0000;
      end
    endcase
  end
endmodule           
module d_ff #(
    parameter WIDTH = 7   
)(
    input  wire                 clk,   
    input  wire                 rst,   
    input  wire [WIDTH-1:0]     d,     
    output reg  [WIDTH-1:0]     q      
);
    always @(posedge clk or negedge rst) begin
        if (!rst)
            q <= {WIDTH{1'b0}};  
        else
            q <= d;              
    end
endmodule
module alu #(parameter WIDTH = 8,OP_WIDTH = 4) (alu_op, op1, op2, out);
  input [OP_WIDTH - 1:0] alu_op;       
  input [WIDTH - 1:0] op1;             
  input [WIDTH - 1:0] op2;             
  output reg [WIDTH-1:0] out = {8{1'b0}};        
  always @(alu_op, op1, op2) begin
    case(alu_op)
      4'b0001: out = op1 + op2;                
      4'b0010: out = op1 - op2;                
      4'b0011: out = op1 | op2;                
      4'b0100: out = op1 & op2;                
      4'b0101: out = op1 ^ op2;                
      4'b0110: out = ~(op1);                   
      4'b0111: out = op1 > op2;                
      4'b1000: out = (op1 == op2);             
      default: out = {8{1'b0}};                
    endcase
  end
endmodule
module data_forward #(parameter ADDR_WIDTH = 5) ( r_reg1, r_reg2, w_reg, op1_select, op2_select);  
  input [ADDR_WIDTH-1:0] r_reg1;
  input [ADDR_WIDTH-1:0] r_reg2;
  input [ADDR_WIDTH-1:0] w_reg;
  output reg op1_select;
  output reg op2_select;
  always @(r_reg1, w_reg) begin
    if(r_reg1 == w_reg)
      op1_select = 1'b1;
    else
      op1_select = 1'b0;
  end
  always @(r_reg2, w_reg) begin
    if(r_reg2 == w_reg)
      op2_select = 1'b1;
    else
      op2_select = 1'b0;
  end
endmodule
module decode_stage #(parameter WIDTH = 8) (clk, r_reg1, r_reg2, wr_reg, func3, func7, opcode, immediate_data, r_reg1_out, r_reg2_out, wr_reg_out, immediate_data_out, func3_out, func7_out, opcode_out); 
  input clk;
  input [2:0] func3;
  input [4:0] r_reg1;
  input [4:0] r_reg2;
  input [4:0] wr_reg;
  input [6:0] func7;
  input [6:0] opcode;
  input [WIDTH-1:0] immediate_data;
  output reg [2:0] func3_out;
  output reg [4:0] r_reg1_out;
  output reg [4:0] r_reg2_out;
  output reg [4:0] wr_reg_out;
  output reg [6:0] func7_out;
  output reg [6:0] opcode_out;
  output reg [WIDTH-1:0] immediate_data_out;
  reg [WIDTH-1:0] immediate_temp;
  always@(posedge clk) begin
    func3_out <= func3;
	r_reg1_out <= r_reg1;
	r_reg2_out <= r_reg2;
	func7_out <= func7;
	opcode_out <= opcode;
	wr_reg_out <= wr_reg;
	immediate_temp <= immediate_data;
    immediate_data_out <= immediate_temp;
  end
endmodule
module fetch_stage #(parameter WIDTH = 32) (clk, current_ins, next_ins); 
  input clk;
  input [WIDTH-1:0] current_ins;
  output reg [WIDTH-1:0] next_ins;
  always@(posedge clk)begin
    next_ins <= current_ins;
  end
endmodule
module mux_2_1 #(parameter WIDTH = 7) (i0, i1, sel, mux_out); 
  input sel;
  input [WIDTH-1:0] i0;
  input [WIDTH-1:0] i1;
  output [WIDTH-1:0] mux_out;
  assign mux_out = sel ? i1 : i0;   
endmodule
module register_bank #(parameter DEPTH = 15, WIDTH = 8, ADD_WIDTH = 5) (clk, w_en, r_reg1, r_reg2, w_reg, w_data, read_data1, read_data2, output_data);
  input clk;
  input w_en;
  input [ADD_WIDTH - 1:0] r_reg1;
  input [ADD_WIDTH - 1:0] r_reg2;
  input [ADD_WIDTH - 1:0] w_reg;
  input [WIDTH-1:0] w_data;
  output [WIDTH-1:0] read_data1;
  output [WIDTH-1:0] read_data2;
  output [WIDTH-1:0] output_data;
	reg [WIDTH - 1 : 0] registers[0 : DEPTH - 1];  
  always @(posedge clk) begin
    registers[0] <= {WIDTH{1'b0}};
    if(w_en && w_reg != 5'b00000)                                     
      registers[w_reg] <= w_data;
  end
  assign read_data1 = registers[r_reg1];         
  assign read_data2 = registers[r_reg2];         
  assign output_data = registers[w_reg];
endmodule
module writeback_stage #(parameter WIDTH = 8) (clk, reg_wen, wr_reg, alu_result, reg_wen_out, wr_reg_out, alu_result_out);
  input clk;
  input reg_wen;
  input [4:0] wr_reg;
  input [WIDTH-1:0] alu_result;
  output reg reg_wen_out;
  output reg [4:0] wr_reg_out;
  output reg [WIDTH-1:0] alu_result_out;
  always@(posedge clk) begin
    reg_wen_out <= reg_wen;
	wr_reg_out <= wr_reg;
    alu_result_out <= alu_result;
  end
endmodule
module pipelined_risc_v_cpu  #(
	parameter 	DATA_WIDTH = 32,
				ADD_WIDTH=7,
				WIDTH = 8
	)(
	input clk,rst,
	input pmWrEn, 
	input [7:0]instructionIn,
	input [ADD_WIDTH-1:0]pm_addr,
	output [7:0]alu_result);
	wire [ADD_WIDTH-1:0]pointer;	
	wire [31:0] instruction;
	wire [31:0] next_ins_w;
  wire reg_wen_w;
  wire data_imm_sel_w;
  wire [3:0] alu_op_w;
  wire [WIDTH-1:0] read_data1_w;
  wire [WIDTH-1:0] read_data2_w;
	wire [2:0] func3_out;
	wire [4:0] r_reg1_out;
	wire [4:0] r_reg2_out;
	wire [4:0] wr_reg_dec_w;
	wire [6:0] func7_out;
	wire [6:0] opcode_out;
	wire [6:0] opcode_out_reg;
	wire [WIDTH-1:0] immediate_data_dec_w;
    wire [7:0] alu_result_w;
	wire reg_wen_wb_w;
	wire [4:0] wr_reg_wb_w;
	wire [7:0] alu_result_wb_w;
	wire [WIDTH-1:0] mux_out_w;
	wire op1_select;
	wire op2_select;
	wire [WIDTH-1:0] mux_out_op1;
	wire [WIDTH-1:0] mux_out_op2;
	wire [WIDTH-1:0] output_data;
	wire [WIDTH-1:0] alu_reset_output;
	program_memory #(.DATA_WIDTH(8), .ADD_WIDTH(7))
	program_memory_inst1(.clk(clk),
						 .wrEn(pmWrEn),
						 .readAdd(pointer),
						 .writeAdd(pm_addr),
						 .writeData(instructionIn),
						 .instruction(instruction));
	program_counter #(.WIDTH(ADD_WIDTH))
	program_counter_inst2(.clk(clk),
						  .rst(rst),
						  .condition(|alu_result_w),
						  .pc_scr(instruction[6:0]),
						  .function_3(instruction[14:12]),
						  .jump_add(instruction[31:25]),
						  .current_ins_add(pointer));
	fetch_stage #(.WIDTH(32)) 
	fetch_stage_inst3(.clk(clk), 
					  .current_ins(instruction),
					  .next_ins(next_ins_w));
	decode_stage #(.WIDTH(8)) 
	decode_stage_inst(.clk(clk),
					  .r_reg1(next_ins_w[19:15]), 
					  .r_reg2(next_ins_w[24:20]), 
					  .wr_reg(next_ins_w[11:7]), 
					  .func3(next_ins_w[14:12]), 
					  .func7(next_ins_w[31:25]), 
					  .opcode(next_ins_w[6:0]), 
					  .immediate_data(instruction[31:24]), 
					  .r_reg1_out(r_reg1_out), 
					  .r_reg2_out(r_reg2_out), 
					  .wr_reg_out(wr_reg_dec_w), 
					  .immediate_data_out(immediate_data_dec_w), 
					  .func3_out(func3_out), 
					  .func7_out(func7_out), 
					  .opcode_out(opcode_out));
	d_ff #(.WIDTH(7)) 
	dff (.clk(clk),
         .rst(rst),
         .d(opcode_out),
         .q(opcode_out_reg));
	control_unit #(.OP_WIDTH(7)) 
	control_unit_inst(.func3(func3_out), 
					  .func7(func7_out),
					  .opcode(opcode_out),
					  .reg_wen(reg_wen_w),
					  .data_imm_sel(data_imm_sel_w),
					  .alu_op(alu_op_w));
	register_bank #(.DEPTH(32), .WIDTH(8), .ADD_WIDTH(5)) 
	reg_bank_inst(.clk(clk), 
				  .w_en(reg_wen_wb_w),
				  .r_reg1(r_reg1_out),
				  .r_reg2(r_reg2_out),
				  .w_reg(wr_reg_wb_w),
				  .w_data(alu_result_wb_w[7:0]),
				  .read_data1(read_data1_w),
				  .read_data2(read_data2_w),
				  .output_data(output_data));
	data_forward #(.ADDR_WIDTH(5)) 
	data_forward_inst(.r_reg1(r_reg1_out), 
					  .r_reg2(r_reg2_out), 
					  .w_reg(wr_reg_wb_w), 
					  .op1_select(op1_select), 
					  .op2_select(op2_select));
	mux_2_1 #(.WIDTH(8)) 
	op1_select_inst(.i0(read_data1_w), 
					.i1(alu_result_wb_w),
					.sel(op1_select), 
					.mux_out(mux_out_op1));
	mux_2_1 #(.WIDTH(8)) 
	op2_select_inst (.i0(read_data2_w), 
					 .i1(alu_result_wb_w),
					 .sel(op2_select),
					 .mux_out(mux_out_op2));
	mux_2_1 #(.WIDTH(8)) 
	data_store_sel_mux(.i0(mux_out_op2),
					   .i1(immediate_data_dec_w),
					   .sel(data_imm_sel_w),
					   .mux_out(mux_out_w));			  
	mux_2_1 #(.WIDTH(8)) 
	alu_output_sel_mux(.i0(alu_result_wb_w),
					   .i1(output_data),
					   .sel(&opcode_out_reg),
					   .mux_out(alu_reset_output));
	alu #(.WIDTH(8), .OP_WIDTH(4)) 
	alu_inst(.alu_op(alu_op_w),
			 .op1(mux_out_op1),
			 .op2(mux_out_w),
			 .out(alu_result_w));
	writeback_stage #(.WIDTH(8)) 
	writeback_stage_inst(.clk(clk),
						 .reg_wen(reg_wen_w),
						 .wr_reg(wr_reg_dec_w),
						 .alu_result(alu_result_w),
						 .reg_wen_out(reg_wen_wb_w),
						 .wr_reg_out(wr_reg_wb_w),
						 .alu_result_out(alu_result_wb_w));
	assign alu_result = alu_reset_output;
endmodule
--- flow/run.sh ---
#!/bin/bash
# OpenROAD 26Q1-2900-gdf79404cd8, Yosys 0.63+post, stock flow scripts
make -C /OpenROAD-flow-scripts/flow DESIGN_CONFIG=/design/flow/config.mk WORK_HOME=/design/flow/orfs finish
--- flow/config.mk ---
export PLATFORM = sky130hd
export DESIGN_NAME = pipelined_risc_v_cpu
export DESIGN_NICKNAME = pipelined_risc_v_cpu
export VERILOG_FILES = /design/flow/design.v
export SDC_FILE = /design/flow/constraint.sdc
export NUM_CORES = 4
export LEC_CHECK = 1
export CORE_UTILIZATION = 40
--- flow/constraint.sdc ---
current_design pipelined_risc_v_cpu

set clk_period 170.6
set clk_io_pct 0.2

create_clock -name clk0 -period $clk_period [get_ports {clk}]

set non_clock_inputs [all_inputs -no_clocks]
set_input_delay [expr $clk_period * $clk_io_pct] -clock clk0 $non_clock_inputs
set_output_delay [expr $clk_period * $clk_io_pct] -clock clk0 [all_outputs]
==> flow_metrics.rpt <==
IMPLEMENTATION SUMMARY REPORT
----------------------------------------------------
[Finish]
  Register area ........................ 40270 um2
  MI comb area ........................ 39010 um2
  Utilization after layout ........................ 0.4478
  Largest regs ........................ program_memory_inst1.memory x1024, reg_bank_inst.registers x256, fetch_stage_inst3.next_ins x25
  Most common cell after layout, fill and taps aside ........................ sky130_fd_sc_hd__edfxtp_1
  Area Overhead vs Synth ........................ 11.04%
  Filler cell count ........................ 17090
  Post-Layout Cell Count ........................ 7736
  Largest Register ........................ program_memory_inst1.memory
  Share of layout cells above drive strength 1 ........................ 0.3649
  Commonest cells after routing, fill and taps aside ........................ sky130_fd_sc_hd__edfxtp_1 (1272), sky130_fd_sc_hd__mux4_2 (1141), sky130_fd_sc_hd__mux2i_1 (358)
  Max reg flops ........................ 1024

[Pwr]
  Overall power ........................ 965.6 uW
  Max IR drop VDD ........................ 0.01079 mV
  Comb pwr share ........................ 0.243
  Switching pwr ........................ 298.8 uW
  Internal power ........................ 666.8 uW
  Switching Fraction ........................ 0.3094
  Sequential share of power ........................ 0.399
  Fraction of power consumed by the clock network ........................ 0.357
  Total power divided by cell area ........................ 10.65 nW/um2
  Static Leakage ........................ 27.80 nW

[Logic synthesis]
  Library cell occupying the most area in the post-synthesis netlist ........................ sky130_fd_sc_hd__edfxtp_1
  Ys Warns ........................ 10
  Ranking of synthesized cells by area ........................ sky130_fd_sc_hd__edfxtp_1 (47%), sky130_fd_sc_hd__mux4_2 (31%), sky130_fd_sc_hd__mux2i_1 (4.4%)
  Netlist area before placement ........................ 81670 um2
  Synth Register Bits ........................ 1372
  Number of distinct library cells after synthesis ........................ 102
  Area share of the largest cell type after synthesis ........................ 0.4677
  Cells after synthesis ........................ 4849
  Share of synthesized registers carrying an async set or reset ........................ 0.005102
  Mean post-synth cell area ........................ 16.84 um2
  Yosys Instances ........................ 4849
  Chip area in the Yosys report ........................ 81670 um2
  Post-synth EDFFs ........................ 1272
  Top FF cell, synth ........................ sky130_fd_sc_hd__edfxtp_1
  Sequential fraction of the synthesis area ........................ 0.4926

[Floorplanning]
  Die Area ........................ 206000 um2
  Count of boundary I/O pins ........................ 26
  Die height ........................ 453.9 um
  Total number of placement rows ........................ 165
  Die width ........................ 453.9 um
  Floorplan Utilization ........................ 0.4033
  Placeable core region ........................ 202500 um2

[Global routing]
  Remaining global-route overflow ........................ 0
  Maximum number of pins on one net before global-route repair ........................ 108
  Via count of the first global-routing pass ........................ 55820
  All-Layer GR Usage ........................ 0.3056
  Initial antenna violation count ........................ 21
  Wire length of the first global-routing pass ........................ 406.7 mm

[Critical path]
  Type of destination of the critical path ........................ output port
  Kind of start point of the critical path ........................ register
  Maximum fanout encountered on the critical timing path ........................ 27
  Data required time of the critical path ........................ 136480 ps
  Kind of critical path ........................ register to output port
  Data arrival, critical path ........................ 4740 ps

[Detailed routing]
  Detailed-route wire length per cell ........................ 36.95 um
  Final wirelength ........................ 285.8 mm
  DRC errors left ........................ 0
  Wire length on met2 ........................ 123.9 mm
  Total via count in the routed design ........................ 52480
  Initial drt markers ........................ 4403
  Detailed-routing iteration count for the pre-antenna-repair pass ........................ 6
  Average vias per placed instance ........................ 6.783
  Detailed route wirelength on metal3 ........................ 56.25 mm
  Max layer used ........................ met5
  ANT nets after route ........................ 0
  DRT met1 WL ........................ 88.68 mm

[Clock network]
  Quantity of hold-fixing buffers added after cts ........................ 0
  Post-CTS setup repair buffer count ........................ 0
  Number of sinks handled by clock tree synthesis ........................ 1372
  Worst-path clk slew ........................ 60 ps
  TritonCTS clock tree ........................ built
  Root buffer selected by CTS ........................ sky130_fd_sc_hd__clkbuf_16
  Number of clock buffers inserted by TritonCTS ........................ 154
  H-tree depth reported by CTS ........................ 4
  Clock Latency Late Sink ........................ 830 ps
  Maximum root-to-sink buffer count ........................ 3
  Resized Gates After CTS ........................ 0

[Place]
  RePlAce Congestion ........................ 1.050
  Worst slack, placed ........................ 132530 ps
  Number of port buffers ........................ 25
  HPWL reported at the end of detailed placement ........................ 196.8 mm
  Post-Place Cells ........................ 7436

[Run status]
  Outcome ........................ finished clean

[Run]
  Max-capacitance violation count ........................ 0
  Stage-log warning count ........................ 47

[STA]
  Number of endpoints failing setup at the final stage ........................ 0
  Final critical-path required period ........................ 38860 ps
  Final sum of negative setup slack ........................ 0 ps
  Achievable clock frequency ........................ 25.73 MHz
  Largest clock skew in the final design ........................ 44.71 ps
  Tcrit/Tclk final ........................ 0.2278
  Final hold violation count ........................ 0
  Max_slew headroom ........................ 0.1983
  Worst-margin pin slew ........................ 1190 ps
  Final setup margin ........................ 131740 ps
  Setup repair after global routing missed its margin ........................ false
  Max-slew violation total from the final report ........................ 0

[Hold path]
  Worst min-delay path class ........................ register to register

----------------------------------------------------
## cell usage after synthesis, drive strengths merged (18+ instances only)
| master | number |
|---|---|
| mux4 | 1160 |
| a22oi | 60 |
| o22ai | 38 |
| nor2 | 273 |
| buf | 258 |
| o211ai | 29 |
| and2 | 23 |
| o221ai | 20 |
| clkbuf | 167 |
| nor2b | 52 |
| mux2 | 77 |
| nand2b | 18 |
| a211oi | 72 |
| nand3 | 71 |
| nand2 | 263 |
| ha | 29 |
| a31oi | 20 |
| edfxtp | 1272 |
| dfxtp | 93 |
| nand4 | 18 |
| a21oi | 120 |
| o21ai | 74 |
| mux2i | 358 |
| inv | 42 |
## worst max-delay path, stage by stage, from the launching register on
cell	delay (ps)
sky130_fd_sc_hd__dfxtp_4	590
sky130_fd_sc_hd__buf_4	530
sky130_fd_sc_hd__buf_4	560
sky130_fd_sc_hd__mux4_2	570
sky130_fd_sc_hd__a22o_1	240
sky130_fd_sc_hd__a221oi_1	460
sky130_fd_sc_hd__o21ai_0	240
sky130_fd_sc_hd__a21oi_1	200
sky130_fd_sc_hd__a21oi_1	90
sky130_fd_sc_hd__clkdlybuf4s50_1	410
## stage by stage
step,cell area [um2],hold slack (ps)
after detailed placement,85400,311.8
final,90690,306.5
after global placement,85400,310.1
after global routing,90680,311.9
after CTS,90660,298.5
after floorplan,81700,309.6
## power by group through the flow
stage     clock [mW]  combinational (mW)  sequential [mW]
4_1_cts        0.351               0.229            0.385
5_1_grt        0.362               0.246            0.386
6_report       0.345               0.235            0.385
## final cells by class
class / instances / area share
multi-input cells: 3016 / 0.4302
flip-flops and latches: 1372 / 0.4441
repair buffers: 333 / 0.02872
inverters: 43 / 0.001876
diodes: 13 / 0.0003587
clock buffers: 184 / 0.04589
clock inverters: 103 / 0.01206
well taps: 2672 / 0.03686
## logic make-up (layout without fill, tap and decap cells)
group,Yosys count,in the layout,share of synthesized area
buf+inv,468,663,0.03232
fa+ha+maj,31,31,0.004933
flops,1372,1372,0.4926
mux,1595,1595,0.3752
compound gates,547,547,0.04579
other cells,1,21,0.00004591
simple gates,801,801,0.04509
xor+xnor,34,34,0.003968
## path summary, 6_finish.rpt
| check | start | end | slack (ps) | cells past startpoint |
|---|---|---|---|---|
| max | writeback_stage_inst.wr_reg_out[0] | alu_result[7] | 131740 | 9 |
| min | fetch_stage_inst3.next_ins[16] | decode_stage_inst.r_reg1_out[1] | 310 | 0 |
| max reg2reg | writeback_stage_inst.wr_reg_out[0] | program_counter_inst2.current_ins_add[3] | 163620 | 21 |
| min reg2reg | fetch_stage_inst3.next_ins[16] | decode_stage_inst.r_reg1_out[1] | 310 | 0 |
| max in group asynchronous | rst | dff.q[2] | 136450 | 1 |
| min in group asynchronous | rst | dff.q[0] | 33740 | 1 |
## per-layer routing
metal | track usage | vias up
met3 | 0.2567 | 687
met5 | 0.03288 | -
met4 | 0.1300 | 42
met1 | 0.3548 | 26580
met2 | 0.4091 | 4239
li1 | - | 20930
Power and IR drop assume default switching activity.
